==> /design/flow/run.sh <==
#!/bin/bash
# OpenROAD 26Q1-2900-gdf79404cd8, Yosys 0.63+post, stock flow scripts
make -C /OpenROAD-flow-scripts/flow DESIGN_CONFIG=/design/flow/config.mk WORK_HOME=/design/flow/orfs finish
==> /design/flow/config.mk <==
export PLATFORM = sky130hd
export DESIGN_NAME = cla
export DESIGN_NICKNAME = cla
export VERILOG_FILES = /design/flow/design.v
export SDC_FILE = /design/flow/constraint.sdc
export NUM_CORES = 4
export LEC_CHECK = 1
export CORE_AREA = 10 10 99 99
export DIE_AREA = 0 0 109 109
==> /design/flow/constraint.sdc <==
current_design cla

set clk_period 12.1
set clk_io_pct 0.2

create_clock -name clk0 -period $clk_period

set non_clock_inputs [all_inputs -no_clocks]
set_input_delay [expr $clk_period * $clk_io_pct] -clock clk0 $non_clock_inputs
set_output_delay [expr $clk_period * $clk_io_pct] -clock clk0 [all_outputs]
==> /design/flow/design.v <==
`timescale 1ns / 1ps
module gp1(input wire a, b,
           output wire g, p);
   assign g = a & b;
   assign p = a | b;
endmodule
module gp2(input wire [1:0] gin, pin,
           input wire cin,
           output wire pout, gout, cout);
           assign pout = pin[0] & pin[1];
           assign gout = (gin[0] & pin[1]) | gin[1];
           assign cout = (pin[0] & cin) | gin[0];
endmodule
module gp4(input wire [3:0] gin, pin,
           input wire cin,
           output wire gout, pout,
           output wire [2:0] cout);
           wire [1:0] ptemp, gtemp;
           gp2 g1(.gin(gin[1:0]), .pin(pin[1:0]), .cin(cin), .pout(ptemp[0]), .gout(gtemp[0]), .cout(cout[0]));
           gp2 g2(.gin(gin[3:2]), .pin(pin[3:2]), .cin(cout[1]), .pout(ptemp[1]), .gout(gtemp[1]), .cout(cout[2]));
           gp2 g3(.gin(gtemp), .pin(ptemp), .cin(cin), .pout(pout), .gout(gout), .cout(cout[1]));
endmodule
module gp8(input wire [7:0] gin, pin,
           input wire cin,
           output wire gout, pout,
           output wire [6:0] cout);
           wire [1:0] ptemp, gtemp;
           gp4 g1(.gin(gin[3:0]), .pin(pin[3:0]), .cin(cin), .gout(gtemp[0]), .pout(ptemp[0]), .cout(cout[2:0]));
           gp4 g2(.gin(gin[7:4]), .pin(pin[7:4]), .cin(cout[3]), .gout(gtemp[1]), .pout(ptemp[1]), .cout(cout[6:4]));
           gp2 g3(.gin(gtemp), .pin(ptemp), .cin(cin), .pout(pout), .gout(gout), .cout(cout[3]));
endmodule
module cla
  (input wire [31:0]  a, b,
   input wire         cin,
   output wire [31:0] sum);
   wire[31:0] gin, pin;
   wire [7:0] ptemp, gtemp;
   wire [32:0] cout;
   wire [6:0] ctemp;
   wire pout, gout;
   assign cout[0] = cin;
   genvar i;
   for (i = 0; i < 8;i=i+1) begin
   gp4 g(.gin(gin[4*i+3:4*i]), .pin(pin[4*i+3:4*i]), .cin(cout[4*i]), .gout(gtemp[i]), .pout(ptemp[i]), .cout(cout[4*i+3:4*i+1]));
   end
   for (i = 0; i < 7;i=i+1) begin
   assign cout[4*(i+1)] = ctemp[i];
   end
   gp8 gp81(.gin(gtemp), .pin(ptemp), .cin(cin), .pout(pout), .gout(gout), .cout(ctemp));
   assign cout[32] = gout | (pout & cin);
   for (i = 0; i < 32;i=i+1) begin
   gp1 gp11(.a(a[i]), .b(b[i]), .g(gin[i]), .p(pin[i]));
   assign sum[i] = (a[i] ^ b[i] ^ cout[i]);
   end
endmodule
==> run notes <==
Implementation summary

The flow ran to the end, and the final reports show no timing, DRC or antenna violations. In this run, the number of DRC markers left after iteration 0 of detailed routing was 39. Among cell families on the critical path, the largest total delay comes from buffers and inverters. Detailed placement finished with a half-perimeter wire length of 4810 µm. The die outline area is 0.0119 mm². The post-CTS setup-driven buffer insertion count is 0. Per the gpl log, the routability congestion estimate is 0.809. The number of maximum-capacitance violations is 0. The total global routing track utilization is 8.85%. The time the final worst path needs with I/O delays and setup is 7.96 ns. Checking hold timing, the worst path is listed with class in -> out. The cell count listed in synth_stat.txt is 237.

Of all nets on the critical path, the largest fanout is 3. The number of routed nets with antenna violations is 0. The transition time of the tightest slew-check pin is approximately 0.64 ns.

By instance count after routing, the leading logic cell types are sky130_fd_sc_hd__clkdlybuf4s50_1 (97), sky130_fd_sc_hd__inv_1 (78), sky130_fd_sc_hd__ha_1 (60). Per the layout report, the design carries 0 clock buffers. Yosys reports a chip area of 0.00193 mm². The peak supply drop is between 0.000015 and 0.00002 V. In the setup report, the worst path falls into the class in -> out.

The first detailed-routing pass ran for 3 iterations. The clock share of power is 0%. The cell row count is 32. Per the run report, area growth between synthesis and finish was 57.0%.

The synthesized netlist cell count is between 200 and 250. The signal arrival time at the worst endpoint is 5.54 ns. The final standard cell area without fillers is 0.00303 mm². The number of distinct library cell variants in the gate-level netlist after synthesis is 32. The max-slew violation total from the final report is 0. For this run, the script counts the antenna cells in the layout as 0.

After synthesis the cells add up to 0.00193 mm². The number of placed I/O pins is about 97. The cell with the largest stage delay on the worst path is sky130_fd_sc_hd__clkdlybuf4s50_1. The detailed-route wire length per cell is 11.6 µm. The share of the core area taken by cells at floorplan is 25.0%. After detailed routing, the number of remaining DRC violations is 0. For this block, the routed nets add up to ~5000 µm of wire. The first global-routing pass estimated 8630 µm of wire. Of the cells placed in the final design, the portion with a size suffix greater than 1 is under 10%. The leakage power total is 1.54 nW. The number of buffers and inverters on the critical path is 3. The number of warnings in the stage logs is about 77. Per the timing report, the achievable frequency comes out to between 0.1 and 0.15 GHz. The vertical die size is 109 µm. Entering global routing, the biggest net connects 6 pins. The total overflow left after global routing is 0.

The worst pin sits at a relative slew slack of 57.0%. Averaged over all synthesized cells, the footprint is 8.14 µm². The net switching power is 45.6 µW. The share of synthesized area occupied by flip-flops and latches is 0%.

The number of global-route vias before repair is 1767. The number of hold violations in the final report is 0. The worst setup path is launched from a primary input.

In the power breakdown, the internal column shows 83.0 µW. The cell count of the worst hold path is 4. The placed cell area is between 0.003 and 0.004 mm². The final layout reports a setup TNS of 0 ns. Setup repair after global routing left no endpoint under its margin. The required time of the worst setup path is 9.68 ns.

The period utilization is 65.8%. STA classifies the critical path endpoint as a primary output. In the routed layout, each cell is associated on average with a via count of 3.88. The final sequential cell count is 0. Measured along the x axis, the die boundary spans 109 µm. The overall via count from detail_route is 1692. Per report_power, the sequential group accounts for 0% of the total. Buffers inserted to repair hold after CTS numbered 0.

The number of warnings reported in the yosys synthesis log is 0. The area taken by sequential standard cells is reported as 0 µm². In this run the critical path is formed by clkdlybuf4s50_1 -> inv_1 -> ha_1 -> or3_1 -> o22ai_1 -> nor2_1 -> o211ai_2 -> a21oi_1 -> o31ai_1 -> fa_1 -> xor2_1 -> clkdlybuf4s50_1. Per the placement log, port buffering inserted 97 buffers. The fraction of power spent switching nets is 35.4%. Looking at the power breakdown, combinational cells take 100.0% of the total.

The critical path runs through a total of 12 cells. The total area inside the core boundary comes to 0.00773 mm². Post-CTS repair changed the size of 0 cells. The worst hold margin is about 6 ns.

The last timing report of the flow puts the setup violation total at 0. The stage delay of the slowest cell on the critical path is 0.54 ns. The top cell type in the final layout, fill and taps aside, is sky130_fd_sc_hd__clkdlybuf4s50_1. Counting the fill cells in the layout gives 759. Per STA, the library cell used most along the worst path is sky130_fd_sc_hd__clkdlybuf4s50_1.

In this run the power density over the cells is 42.5 mW/mm². The number of antenna violations at the first check in global routing is 0.
-- Yosys cell counts (3+ instances only) --
cell type	instances	area share [%]
sky130_fd_sc_hd__inv_1	78	15
sky130_fd_sc_hd__nor2_1	11	2.1
sky130_fd_sc_hd__xnor2_1	3	1.4
sky130_fd_sc_hd__o21bai_1	3	1.2
sky130_fd_sc_hd__o31ai_1	4	1.6
sky130_fd_sc_hd__nor4_1	3	0.97
sky130_fd_sc_hd__fa_1	16	17
sky130_fd_sc_hd__a21oi_1	14	3.6
sky130_fd_sc_hd__ha_1	60	39
sky130_fd_sc_hd__xor2_1	14	6.4
sky130_fd_sc_hd__nand2_1	4	0.78
-- power by group through the flow --
stage | sequential, mW | clock [mW] | combinational (mW)
4_1_cts | 0 | 0 | 0.133
5_1_grt | 0 | 0 | 0.147
6_report | 0 | 0 | 0.129
-- area by class of cell --
| cell class | count | area (µm²) | share of cell area [%] |
|---|---|---|---|
| tap | 102 | 128 | 4.22 |
| multi-input combinational | 159 | 1640 | 54.0 |
| timing repair buffer | 97 | 971 | 32.1 |
| inverter | 78 | 293 | 9.67 |
-- layer usage --
metal	wire [µm]	GRT usage, %
met5	0	0
met4	0	0
met3	494	3.23
met2	2370	14.2
met1	2180	11.9
-- cell families after synthesis --
family	share of synthesized area, %
xor+xnor	7.72
buf+inv	15.2
fa+ha+maj	55.5
simple gates	8.76
compound gates	12.8
-- stage by stage --
stage | util (%) | setup WS, ns | total power [mW] | cells
floorplan | - | 5.45 | 0.0426 | 237
global placement | 39.2 | 4.08 | 0.131 | 436
detailed placement | 39.2 | 4.14 | 0.132 | 436
CTS | 39.2 | 4.11 | 0.133 | 436
global route | 39.2 | 3.89 | 0.147 | 436
finish | 39.2 | 4.14 | 0.129 | 436
-- final timing paths --
| check | from | to | slack [ns] |
|---|---|---|---|
| setup / recovery | a[2] | sum[15] | 4.14 |
| hold / removal | a[31] | sum[31] | 5.89 |
Power is estimated from default activity; no workload was simulated.
